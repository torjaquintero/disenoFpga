==> ./design.v <==
`timescale 1ns / 1ps
module semaforo_boton(
    input  wire reloj,           
    input  wire reset,           
    input  wire boton,           
    output reg  led_verde,
    output reg  led_amarillo,
    output reg  led_rojo
);
    reg boton_sync_0;
    reg boton_sync_1;
    always @(posedge reloj) begin
        boton_sync_0 <= boton;
        boton_sync_1 <= boton_sync_0;
    end
    wire boton_sincronizado = boton_sync_1;
    reg boton_anterior;
    always @(posedge reloj)
        boton_anterior <= boton_sincronizado;
    wire flanco_boton = boton_sincronizado & ~boton_anterior;
    parameter FRECUENCIA_RELOJ = 100_000_000;
    parameter TIEMPO_VERDE    = 5;
    parameter TIEMPO_AMARILLO = 1;
    parameter TIEMPO_ROJO     = 5;
    parameter CICLOS_VERDE    = FRECUENCIA_RELOJ * TIEMPO_VERDE;
    parameter CICLOS_AMARILLO = FRECUENCIA_RELOJ * TIEMPO_AMARILLO;
    parameter CICLOS_ROJO     = FRECUENCIA_RELOJ * TIEMPO_ROJO;
    reg [31:0] contador_tiempo;
    localparam ESTADO_VERDE    = 2'b00;
    localparam ESTADO_AMARILLO = 2'b01;
    localparam ESTADO_ROJO     = 2'b10;
    reg [1:0] estado_actual;
    reg [1:0] estado_siguiente;
    always @(posedge reloj) begin
        if (reset)
            estado_actual <= ESTADO_VERDE;
        else
            estado_actual <= estado_siguiente;
    end
    always @(posedge reloj) begin
        if (reset)
            contador_tiempo <= 0;
        else if (estado_actual != estado_siguiente)
            contador_tiempo <= 0;
        else
            contador_tiempo <= contador_tiempo + 1;
    end
    always @(*) begin
        estado_siguiente = estado_actual;
        case (estado_actual)
            ESTADO_VERDE:
                if (flanco_boton)
                    estado_siguiente = ESTADO_AMARILLO;
                else if (contador_tiempo >= CICLOS_VERDE)
                    estado_siguiente = ESTADO_AMARILLO;
            ESTADO_AMARILLO:
                if (contador_tiempo >= CICLOS_AMARILLO)
                    estado_siguiente = ESTADO_ROJO;
            ESTADO_ROJO:
                if (contador_tiempo >= CICLOS_ROJO)
                    estado_siguiente = ESTADO_VERDE;
            default:
                estado_siguiente = ESTADO_VERDE;
        endcase
    end
    always @(*) begin
        led_verde    = (estado_actual == ESTADO_VERDE);
        led_amarillo = (estado_actual == ESTADO_AMARILLO);
        led_rojo     = (estado_actual == ESTADO_ROJO);
    end
endmodule
==> ./run.sh <==
#!/bin/bash
# OpenROAD 26Q1-2900-gdf79404cd8, Yosys 0.63+post, stock flow scripts
make -C /OpenROAD-flow-scripts/flow DESIGN_CONFIG=/design/flow/config.mk WORK_HOME=/design/flow/orfs finish
==> ./config.mk <==
export PLATFORM = sky130hd
export DESIGN_NAME = semaforo_boton
export DESIGN_NICKNAME = semaforo_boton
export VERILOG_FILES = /design/flow/design.v
export SDC_FILE = /design/flow/constraint.sdc
export NUM_CORES = 4
export LEC_CHECK = 1
export CORE_AREA = 10 10 101 101
export DIE_AREA = 0 0 111 111
==> ./constraint.sdc <==
current_design semaforo_boton

set clk_period 4.0
set clk_io_pct 0.2

create_clock -name clk0 -period $clk_period [get_ports {reloj}]

set non_clock_inputs [all_inputs -no_clocks]
set_input_delay [expr $clk_period * $clk_io_pct] -clock clk0 $non_clock_inputs
set_output_delay [expr $clk_period * $clk_io_pct] -clock clk0 [all_outputs]
==> reports/results.ini <==
[worst_setup_path]
critPathKind=register to primary output
critPathSlowestCell=clkdlybuf4s50_1
crit_required_ns=3.20
critPathTopFamily=buffers and inverters
path_buffers=2
cp-end-kind=primary output
startpoint_type=register
path_max_fanout=4
critPathArrivalTime_ns=1.39
reg2reg_depth=6
crit_chain=inv_1 > nor2_1 > clkdlybuf4s50_1
cp.depth=3
crit_path_max_incr_delay_ns=0.49
rrSetupSlack_ns=2.09

[placement]
place_ws_ns=1.859
place_hpwl_um=1967
dp.cells=298
placed_area_mm2=0.001815
place.gp.congestion=0.7980
portBuffers=5

[layout]
design_area_mm2=0.001889
regArea_um2=740.7
fill_cells=832
synthToLayoutAreaGrowth_pct=13.96
logic_area_um2=859.6
fin_cells=304
final_util=0.2323
drive_above_1_share=0.05528

[outcome]
status=finished, final reports clean

[routing]
ant_nets=0
antennaDiodeCount=0
drc=0
routed_wl_um=2877
first_pass_iters=4
drt-initial-drc-count=35
vias=1225
viasPerCell=4.030
avgRoutedWirePerCell_um=9.464

[clocking]
clk_root_buffer_cell=clkbuf_8
clkTransAtPathRegs_ns=0.06
cts_buffer_depth=2
post_cts_resized=0
ctsHoldBuffers=0
cts_tree=yes
clk_latency_ns=0.28
htreeDepth=2
cts_setup_buffers=0
cts.sinks=37
numCtsBuffers=5

[final_timing]
holdWs_ns=0.3285
finalClockPeriodUsage=0.5485
rsz0062_at_grt=false
skew_ns=0.008589
min_period_ns=2.194
hold_viol=0
setup_viol=0
fmax_mhz=455.8
setup-tns-final_ns=0
timing.final.ws_setup_ns=1.806
finalMaxSlewViolations=0

[job]
warnings=27
drv_cap=0

[synth]
ys_seq_share=0.4468
top_cells_by_count=40 x nor2_1, 37 x dfxtp_1, 18 x xnor2_1
ys_chip_area_mm2=0.001658
ys_cells=191
synth.avg_cell_area_um2=8.680
ys_types=37
yosysWarnings=1
ys_top_cells_by_area=dfxtp_1 45%, xnor2_1 9.5%, nor2_1 9.1%
synthDominantCellAreaShare=0.4468
yosysMostFrequentCell=nor2_1
netlist_area_mm2=0.001658
ys.flops=37
post-synth-top-area-cell=dfxtp_1
edf_count=0
async_flop_share=0
ff_type=dfxtp_1
postSynthCellCount=191

[floorplanning]
fp.dieW_um=111
design.core.area_mm2=0.008134
rows=33
fp_util=0.2038
die_area_mm2=0.01232
io-pin-count=6
die_height_um=111

[global_routing]
grt_usage=0.04542
antenna_found_initial=0
grt_max_degree=30
grt_pass1_vias=1085
grt_pass1_wl_um=4988
grt-ovfl-total=0

[power]
p_per_area_mw_per_mm2=333.8
power_mw=0.6306
leakage_nw=0.5629
irDropWorstVdd_v=0.0001089

[min_path]
min_path_cells=0
worstHoldPathType=register to register

==> final timing paths <==
kind	startpoint	to
worst max-delay path	estado_actual[0]$_SDFF_PP0_	led_amarillo
worst max register to register	contador_tiempo[0]$_SDFF_PP0_	contador_tiempo[28]$_SDFF_PP0_
worst min-delay path	boton_sync_0$_DFF_P_	boton_sync_1$_DFF_P_
worst min register to register	boton_sync_0$_DFF_P_	boton_sync_1$_DFF_P_
==> report_power, final <==
group          internal (mW)  leakage, nW  total, mW  switching (mW)
Sequential             0.374        0.301      0.377         0.00342
Clock                  0.114       0.0399      0.231           0.117
Combinational         0.0121        0.222     0.0223          0.0102
Total                  0.500        0.563      0.631           0.130
==> layout by cell type (no fill, tap or decap), types with 2 or more instances in the layout <==
cell,instances
nor2_1,40
dfxtp_1,37
xnor2_1,18
nor3_1,11
nand3_1,11
nand2_1,9
xor2_1,9
inv_1,7
nand4_1,6
clkbuf_8,5
clkdlybuf4s50_1,5
nor4_1,4
and4_1,4
a21oi_1,3
conb_1,3
nor2b_1,2
o21ai_0,2
nand2b_1,2
and3_1,2
ha_1,2
==> per-layer routing <==
metal	vias to the layer above	track usage	wire length (um)	share of wire
li1	666	-	-	-
met1	538	0.06302	1570	0.55
met2	15	0.06604	1097	0.38
met3	6	0.01423	121	0.042
met4	0	0.01302	87	0.030
met5	-	0	0	0
==> sequential cells by signal (all words and copies together) (netlist names) <==
| signal | count |
|---|---|
| contador_tiempo | 32 |
| boton_anterior | 1 |
| estado_actual | 2 |
| boton_sync_1 | 1 |
| boton_sync_0 | 1 |
==> cell type report <==
type	count	share of cell area
Clock buffer	5	0.03642
Inverter	7	0.01391
Timing Repair Buffer	6	0.03046
Tap cell	105	0.06954
Multi-Input combinational cell	143	0.4550
Sequential cell	37	0.3921
Clock inverter	1	0.002649
==> logic make-up (layout without fill, tap and decap cells) <==
logic type               count (synthesis)  after routing  share of synthesized area
AND-OR/OR-AND                           12             12                    0.04982
XOR/XNOR                                27             27                     0.1426
adder cells (fa/ha/maj)                  2              2                    0.01509
buffers and inverters                   13             19                    0.03924
flip-flops                              37             37                     0.4468
other                                    1              3                   0.002262
AND/OR/NAND/NOR                         99             99                     0.3041
No activity file was given, so power comes from the tool's default toggle rates.
