**design/flow/config.mk**
```make
export PLATFORM = sky130hd
export DESIGN_NAME = semaforo_fsm
export DESIGN_NICKNAME = semaforo_fsm
export VERILOG_FILES = /design/flow/design.v
export SDC_FILE = /design/flow/constraint.sdc
export NUM_CORES = 4
export LEC_CHECK = 1
export CORE_UTILIZATION = 30
```
**design/flow/constraint.sdc**
```tcl
current_design semaforo_fsm

set clk_period 4.0
set clk_io_pct 0.2

create_clock -name clk0 -period $clk_period [get_ports {reloj}]

set non_clock_inputs [all_inputs -no_clocks]
set_input_delay [expr $clk_period * $clk_io_pct] -clock clk0 $non_clock_inputs
set_output_delay [expr $clk_period * $clk_io_pct] -clock clk0 [all_outputs]
```
**design/flow/design.v**
```verilog
`timescale 1ns / 1ps
module semaforo_fsm(
    input  wire reloj,           
    input  wire reset,           
    output reg  led_verde,       
    output reg  led_amarillo,    
    output reg  led_rojo         
);
    parameter FRECUENCIA_RELOJ = 100_000_000;
    parameter TIEMPO_VERDE    = 5;
    parameter TIEMPO_AMARILLO = 1;
    parameter TIEMPO_ROJO     = 5;
    parameter CICLOS_VERDE    = FRECUENCIA_RELOJ * TIEMPO_VERDE;
    parameter CICLOS_AMARILLO = FRECUENCIA_RELOJ * TIEMPO_AMARILLO;
    parameter CICLOS_ROJO     = FRECUENCIA_RELOJ * TIEMPO_ROJO;
    reg [31:0] contador_tiempo;
    localparam ESTADO_VERDE    = 2'b00;
    localparam ESTADO_AMARILLO = 2'b01;
    localparam ESTADO_ROJO     = 2'b10;
    reg [1:0] estado_actual;
    reg [1:0] estado_siguiente;
    always @(posedge reloj) begin
        if (reset) begin
            estado_actual   <= ESTADO_VERDE;
            contador_tiempo <= 0;
        end
        else begin
            estado_actual <= estado_siguiente;
            if (estado_actual != estado_siguiente)
                contador_tiempo <= 0;
            else
                contador_tiempo <= contador_tiempo + 1;
        end
    end
    always @(*) begin
        estado_siguiente = estado_actual;
        case (estado_actual)
            ESTADO_VERDE:
                if (contador_tiempo >= CICLOS_VERDE)
                    estado_siguiente = ESTADO_AMARILLO;
            ESTADO_AMARILLO:
                if (contador_tiempo >= CICLOS_AMARILLO)
                    estado_siguiente = ESTADO_ROJO;
            ESTADO_ROJO:
                if (contador_tiempo >= CICLOS_ROJO)
                    estado_siguiente = ESTADO_VERDE;
            default:
                estado_siguiente = ESTADO_VERDE;
        endcase
    end
    always @(*) begin
        led_verde    = 0;
        led_amarillo = 0;
        led_rojo     = 0;
        case (estado_actual)
            ESTADO_VERDE:    led_verde    = 1;
            ESTADO_AMARILLO: led_amarillo = 1;
            ESTADO_ROJO:     led_rojo     = 1;
        endcase
    end
endmodule
```
**design/flow/run.sh**
```bash
#!/bin/bash
# OpenROAD 26Q1-2900-gdf79404cd8, Yosys 0.63+post, stock flow scripts
make -C /OpenROAD-flow-scripts/flow DESIGN_CONFIG=/design/flow/config.mk WORK_HOME=/design/flow/orfs finish
```
==> run summary <==
Yosys Chip Area: 1570 um^2
aoi share: 5.97%
slew margin rel.: 45.8%
Ys Warns: 1
hold buffer count at CTS: 0
crit-path max FO: 7
H-tree level count: 2
top area contributor share: 43.3%
DRT iter0 DRCs: 47
mux frac, synth: 0%
clock skew: 6.07 ps
adder share: 1.59%
synthesized area: 1570 um^2
# Post-CTS Setup Buffers: 0
row cnt: 25
pin count of the biggest net entering global routing: 30
CP startpoint kind: flip-flop
hpwl dp: 1.90 mm
XORs/XNORs by Area: 14.5%
Pwr Density: 412 nW/um^2
VDD IR-drop max: 0.000254 V
CTS Sinks: 34
Routed WL: 2.83 mm
Synth Instances: 179
TritonRoute pass-1 iters: 4
layout cells sized above 1: 6.81%
largest cells by area after synthesis: dfxtp_1 43%, xor2_1 10%, nor2_1 8.6%
final hold violations: 0
chip area: 5530 um^2
cts bufs inserted: 5
Final Cycle Share: 54.6%
CTS resizes: 0
Largest stage delay, worst path: 480 ps
via count: 1,204
Max Freq: 458 MHz
Max Cap Viol: 0
Port Buffers: 4
total negative setup slack: 0 ps
Final ANT Viol Nets: 0
gr usage total: 11.8%
main logic family after synthesis: simple AND/OR/NAND/NOR gates
crit path capture type: output port
# DRC: 0
I/O Pins: 5
Slowest-stage cell, CP: clkdlybuf4s50_1
drt wl/cell: 11.0 um
RSZ-0062 raised after global routing: no
vias in the first global route: 1,109
Netlist cell types: 38
WP data arrival: 1380 ps
endpoints failing setup: 0
first-pass GRT wire length: 5.05 mm
area leader, netlist: dfxtp_1
critical path's top delay family: buffers and inverters
worst path cell trace: nor2b_1, clkdlybuf4s50_1
pre-CTS WS: 1760 ps
Clock Latency Late Sink: 280 ps
Synth Area per Inst: 8.78 um^2
WS Path Type: reg2out
antenna violations before repair: 0
TritonCTS clock tree: done
gpl congestion: 0.758
Tightest Pin Transition: 806 ps
Die Ht: 74.4 um
Setup WS post-layout: 1820 ps
via-per-instance ratio: 4.67
yosys simple share: 31.7%
synthesis-to-layout area growth: 16.4%
Worst-path clk slew: 70 ps
core footprint: 4880 um^2
tool warnings: 27
Bufs on Longest Clock Path: 2
GRT Residual Overflow: 0
Die X: 74.4 um
ant diodes: 0
Leak: 0.000606 uW
cells in synth_stat.txt: 179
WP buf/inv: 1
Pins Over Slew Limit: 0
Yosys reg bits: 34
Core Util at FP: 32.2%
worst path required time: 3200 ps
status: completed
CTS root buffer: clkbuf_8
HP Class: reg2reg
fin crit period: 2180 ps
Seq/Total Area, Yosys: 43.3%
[metal layers]
| metal | track usage (%) | wire length [um] | vias to the layer above | share of wire, % |
|---|---|---|---|---|
| met5 | 0 | 0 | - | 0 |
| met4 | 2.10 | 41 | 0 | 1.5 |
| met3 | 2.47 | 82 | 4 | 2.9 |
| met2 | 17.3 | 1210 | 14 | 43 |
| met1 | 18.5 | 1490 | 543 | 53 |
| li1 | - | - | 643 | - |
[final timing paths]
| check | startpoint | end | slack [ps] | depth (start not counted) |
|---|---|---|---|---|
| min reg2reg | contador_tiempo[0]$_SDFF_PP0_ | contador_tiempo[0]$_SDFF_PP0_ | 480 | 1 |
| max reg2reg | contador_tiempo[17]$_SDFF_PP0_ | contador_tiempo[4]$_SDFF_PP0_ | 1870 | 6 |
| max | estado_actual[0]$_SDFF_PP0_ | led_amarillo | 1820 | 2 |
| min | contador_tiempo[0]$_SDFF_PP0_ | contador_tiempo[0]$_SDFF_PP0_ | 480 | 1 |
[kinds of logic after synthesis]
| family | Yosys count |
|---|---|
| simple gates | 97 |
| flops | 34 |
| xor+xnor | 26 |
| compound gates | 12 |
| buf+inv | 7 |
| fa+ha+maj | 2 |
| other cells | 1 |
[Yosys cell counts]
library cell / count
a2111oi_0: 1
a211oi_1: 1
a21o_1: 1
a21oi_1: 1
a2bb2oi_2: 1
a31oi_1: 2
a32oi_1: 1
and2_0: 1
and3_1: 6
and4_1: 3
and4b_1: 1
buf_2: 1
buf_6: 2
clkbuf_1: 1
conb_1: 1
dfxtp_1: 34
ha_1: 2
inv_1: 3
nand2_1: 12
nand2b_1: 2
nand3_1: 13
nand3b_1: 1
nand4_1: 8
nand4b_1: 1
nor2_1: 36
nor2b_1: 3
nor3_1: 1
nor4_1: 2
nor4_2: 1
nor4b_1: 2
o2111ai_1: 1
o211ai_1: 2
o21ai_0: 1
or2_2: 1
or3_1: 1
or4_1: 2
xnor2_1: 8
xor2_1: 18
[stage by stage]
step / hold WS [ps] / total power [uW] / std cells / util, % / area, um^2
2_1_floorplan: 437 / 365 / 181 / - / 1580
3_3_place_gp: 475 / 374 / 250 / 34.6 / 1690
3_5_place_dp: 469 / 374 / 250 / 34.6 / 1690
4_1_cts: 484 / 763 / 258 / 37.5 / 1830
5_1_grt: 519 / 786 / 258 / 37.5 / 1830
6_report: 482 / 754 / 258 / 37.5 / 1830
[placed cells by master, fill, tap and decap left out, drive strengths merged, types with 2 or more instances in the layout]
cell,synthesis,routed
nor4,3,3
and4,3,3
o211ai,2,2
nor2b,3,3
bufinv,0,2
nand2,12,12
a31oi,2,2
buf,3,2
nand2b,2,2
ha,2,2
nand3,13,13
nor2,36,36
or4,2,2
conb,1,3
xor2,18,18
nor4b,2,2
clkdlybuf4s50,0,4
clkbuf,1,6
nand4,8,8
and3,6,6
xnor2,8,8
dfxtp,34,34
inv,3,3
[report_power, final]
group          total (uW)  switching, uW  internal [uW]
Clock                 388            122            266
Sequential            346           3.78            342
Combinational        19.9           8.24           11.6
[layout make-up]
cell class                      instances  area [um^2]
Clock buffer                            6         82.6
Clock inverter                          2         60.1
Fill cell                             509         3050
Inverter                                3         11.3
Multi-Input combinational cell        140          856
Sequential cell                        34          681
Tap cell                               67         83.8
Timing Repair Buffer                    6         55.1
[registers in the layout, indices dropped and copies added, names as in the netlist]
register and count:
estado_actual 2, contador_tiempo 32
Power figures rest on the tool's default switching activity, not on a simulated workload.
