`design/flow/run.sh`:
```
#!/bin/bash
# OpenROAD 26Q1-2900-gdf79404cd8, Yosys 0.63+post, stock flow scripts
make -C /OpenROAD-flow-scripts/flow DESIGN_CONFIG=/design/flow/config.mk WORK_HOME=/design/flow/orfs finish
```
`design/flow/config.mk`:
```
export PLATFORM = sky130hd
export DESIGN_NAME = semaforo
export DESIGN_NICKNAME = semaforo
export VERILOG_FILES = /design/flow/design.v
export SDC_FILE = /design/flow/constraint.sdc
export NUM_CORES = 4
export LEC_CHECK = 1
export CORE_AREA = 10 10 114 114
export DIE_AREA = 0 0 124 124
```
`design/flow/constraint.sdc`:
```
current_design semaforo

set clk_period 5.4
set clk_io_pct 0.2

create_clock -name clk0 -period $clk_period [get_ports {clk}]

set non_clock_inputs [all_inputs -no_clocks]
set_input_delay [expr $clk_period * $clk_io_pct] -clock clk0 $non_clock_inputs
set_output_delay [expr $clk_period * $clk_io_pct] -clock clk0 [all_outputs]
```
`design/flow/design.v`:
```
`timescale 1ns / 1ps
module semaforo (
    input  wire clk,      
    output reg  rojo,     
    output reg  ambar,    
    output reg  verde     
);
    parameter FRECUENCIA_RELOJ = 100_000_000;
    parameter TIEMPO_ROJO   = 2;
    parameter TIEMPO_VERDE  = 3;
    parameter TIEMPO_AMBAR  = 1;
    parameter CICLOS_ROJO  = FRECUENCIA_RELOJ * TIEMPO_ROJO;
    parameter CICLOS_VERDE = FRECUENCIA_RELOJ * TIEMPO_VERDE;
    parameter CICLOS_AMBAR = FRECUENCIA_RELOJ * TIEMPO_AMBAR;
    parameter CICLO_TOTAL = CICLOS_ROJO + CICLOS_VERDE + CICLOS_AMBAR;
    reg [29:0] contador_tiempo = 0;
    always @(posedge clk) begin
        if (contador_tiempo >= CICLO_TOTAL) begin
            contador_tiempo <= 0;    
        end else begin
            contador_tiempo <= contador_tiempo + 1;
        end
        case (contador_tiempo)
            0: begin
                rojo  <= 1;
                verde <= 0;
                ambar <= 0;
            end
            CICLOS_ROJO: begin
                rojo  <= 0;
                verde <= 1;
                ambar <= 0;
            end
            (CICLOS_ROJO + CICLOS_VERDE): begin
                rojo  <= 0;
                verde <= 0;
                ambar <= 1;
            end
        endcase
    end
endmodule
```
==> changes_impl.md <==
### Changed

* Chip height at 124 um
* Final Hold Fails at 0
* Total power at 0.4272 mW
* Status: completed
* Metal-1 WL at 1578 um
* Antenna-violating nets left at 0
* CTS resizes at 0
* Layout area overhead at 15.45%
* ANT cells at 0
* Total Die Area at 0.01538 sq mm
* Critical Setup Path Class: register to output port
* Clock buffer count from CTS at 5
* Slowest cell delay on critical path at 470 ps
* Met2 wire length at 1356 um
* Synth Instances at 188
* Routed wire length on met3 at 195 um
* Top layer in use: met4
* Vias in the first global route at 1150
* Critical Path, Cell by Cell: clkdlybuf4s50_1
* Critical-path top delay cell: clkdlybuf4s50_1
* Setup-failing EPs final at 0
* Pwr Density at 227.3 mW/mm^2
* Setup tns final at 0 ps
* HPWL Detailed at 2299 um
* Core Area at 0.01042 sq mm
* Tally of OpenROAD warnings at 26
* Final tally of max-slew violations at 0
* Setup crit end kind: output port
* Gpl congestion at 0.8968
* Syn avg cell area at 8.659 sq um
* Hold buffer count at CTS at 0
* Period minus WS final at 2152 ps
* Clk latency of the worst-skew pair at 280 ps
* WL/cell at 9.819 um
* Crit path buffers/inverters at 1
* Cell type with the largest total area: dfxtp_1
* Period utilization at 39.85%
* Leakage at 0.6582 nW
* Reg clk slew, reported paths at 60 ps
* Cell Rows at 37
* Post-synth cell types at 31
* Yosys cell count at 188
* Ys flops at 33
* Slew @ Worst Pin at 717.0 ps
* Initial antenna violation count at 0
* First drt pass iteration count at 4
* Clk_skew at 4.036 ps
* Max Fanout on Critical Path at 1
* Synth Seq Share at 42.43%
* Layout cells sized above 1 at 5.263%
* Ys Warns at 1
* DRC Markers at 0
* Area reported by Yosys stat at 0.001628 sq mm
* WL final at 3201 um
* Max Clock Freq at 464.7 MHz
* Number of setup buffers added after CTS at 0
* First-pass GRT wire length at 5644 um
* Max VDD drop at 0.07750 mV
* 1st-iter DRT viols at 57
* GRT Total Usage at 4.377%
* Grt total ovfl at 0
* Crit path required time at 4320 ps
* Starting density of the core at 15.63%
* Largest delay contributor family on the critical path: buffers and inverters
* Slew HR at 51.94%
* Avg Vias per Cell at 3.948
* Clk buf depth at 2
* Hold crit path type: register to register
* Die Wd at 124 um
* Netlist Area Pre-Place at 0.001628 sq mm
* Top-Level Pins at 4
* Arrival time of the worst setup path at 1070 ps
* Root buf cell: clkbuf_8
* RSZ-0062 raised after global routing: false
* Top cells, area: dfxtp_1 37%, nor2_1 9.5%, xor2_1 9.1%
* Max-Cap Viols at 0
* Pin count of the biggest net entering global routing at 21
* DR vias at 1287
* Clock Sinks at 33
* CP Launch Type: register
* TritonCTS clock tree: done
* Largest type area fraction at 36.89%
* PortBufs at 3
* CTS HTree Levels at 2
[cell usage after synthesis]
cell type  instances
a21boi_0           1
nor3_1             1
nor4b_1            1
a41o_1             1
nand2b_1           3
dfxtp_1           30
a31oi_1            1
nand3_1           17
inv_1              6
nor2_1            41
ha_1               2
nand4_1           13
a21o_1             1
edfxtp_1           3
nor4_2             1
buf_4              1
clkbuf_1           4
or4bb_1            1
or4_1              3
and4_1             1
nand4b_1           3
o31a_1             1
o21ai_1            1
xor2_1            17
nor3_2             1
buf_2              4
xnor2_1           11
nor4_4             1
and3_1             4
nand2_1            6
nor4_1             7
[registers in the layout, indices dropped and copies added (netlist names)]
register / flops
rojo: 1
ambar: 1
contador_tiempo: 30
verde: 1
[cell usage in the layout (no fill, tap or decap), drive strengths merged, types with 6 or more instances in the layout]
cell type / instances
clkbuf: 7
dfxtp: 30
inv: 6
nand2: 6
nand3: 17
nand4: 13
nor2: 41
nor4: 9
xnor2: 11
xor2: 17
[metrics by stage]
step           hold WS (ps)  util (%)  std cells  cell area [sq um]  worst slack, ps
6_report              477.5     18.04        326               1879             3248
5_1_grt               515.7     18.04        326               1879             3171
4_1_cts               481.2     18.04        326               1879             3221
3_3_place_gp          461.5     17.21        319               1793             3431
3_5_place_dp          467.0     17.21        319               1793             3438
2_1_floorplan         440.9         -        188               1628             3661
[layer usage]
metal | global-route usage, % | vias up
met5 | 0 | -
met4 | 0.7194 | 0
met3 | 1.056 | 5
met2 | 6.457 | 32
met1 | 6.466 | 594
li1 | - | 656
[where the power goes]
part | switching (mW) | total, mW | internal (mW)
Sequential | 0 | 0.247 | 0.247
Combinational | 0 | 0.000000337 | 0
Clock | 0.0798 | 0.181 | 0.101
Total | 0.0798 | 0.427 | 0.347
[kinds of logic (layout without fill, tap and decap cells)]
family / count (synthesis) / after routing / synth area share (%)
compound gates: 6 / 6 / 2.768
xor+xnor: 28 / 28 / 15.07
fa+ha+maj: 2 / 2 / 1.537
buf+inv: 15 / 17 / 3.997
flops: 33 / 33 / 42.43
simple gates: 104 / 104 / 34.20
[cell type report]
class,instances,area [sq um]
Fill cell,1146,8537
Multi-Input combinational cell,140,872.1
Sequential cell,33,690.7
Tap cell,136,170.2
Clock buffer,7,86.33
Timing Repair Buffer,4,37.54
Inverter,6,22.52
[worst paths after layout]
path	slack, ps	end	cells past startpoint	start
max	3250	verde	1	verde$_DFFE_PP_
min reg2reg	480	contador_tiempo[0]$_SDFF_PP0_	1	contador_tiempo[0]$_SDFF_PP0_
max reg2reg	3410	contador_tiempo[25]$_SDFF_PP0_	5	contador_tiempo[14]$_SDFF_PP0_
min	480	contador_tiempo[0]$_SDFF_PP0_	1	contador_tiempo[0]$_SDFF_PP0_
Power figures rest on the tool's default switching activity, not on a simulated workload.
